### flow/design.v
module mmemory(
    input logic clk,
	input logic [3:0] address_1,address_2,
	input logic read1, read2,
	input logic write1, write2, 
	input logic [31:0] data_write1, data_write2,
	output logic mmvalid1, mmvalid2,
	output logic [1:0] tag_bit1, tag_bit2,
	output logic [31:0] readed1, readed2	
);
	logic valid1, valid2;
	assign valid1 = read1 && (address_1 <= 4'b1111);
	assign valid2 = read2 && (address_2 <= 4'b1111);
	integer i;
	logic [31:0] mem [15:0];
	initial begin
		#0	
		for(i=0;i<16;i=i+1)begin
			mem[i] <= 32'b0;
		end
		#5
		mem[4] <= 1'b1;
		mem[5] <= 2'b11;
		mem[14] <= 3'b111;
		mem[15] <= 4'b1111;
	end
	always@(posedge clk)begin
		mmvalid1 <= valid1;
		mmvalid2 <= valid2;
		if(mmvalid1) begin
	  		readed1 = mem[address_1];
			tag_bit1 = address_1[3:2];
		end
		if(mmvalid2) begin
			readed2 = mem[address_2];
			tag_bit2 = address_2[3:2];
		end
		if(write1)
			mem[address_1] <= data_write1;
		if(write2)
			mem[address_2] <= data_write2;
	end
endmodule
### flow/run.sh
#!/bin/bash
# OpenROAD 26Q1-2900-gdf79404cd8, Yosys 0.63+post, stock flow scripts
make -C /OpenROAD-flow-scripts/flow DESIGN_CONFIG=/design/flow/config.mk WORK_HOME=/design/flow/orfs finish
### flow/config.mk
export PLATFORM = sky130hd
export DESIGN_NAME = mmemory
export DESIGN_NICKNAME = mmemory
export VERILOG_FILES = /design/flow/design.v
export SDC_FILE = /design/flow/constraint.sdc
export NUM_CORES = 4
export LEC_CHECK = 1
export CORE_UTILIZATION = 40
### flow/constraint.sdc
current_design mmemory

set clk_period 11.0
set clk_io_pct 0.2

create_clock -name clk0 -period $clk_period [get_ports {clk}]

set non_clock_inputs [all_inputs -no_clocks]
set_input_delay [expr $clk_period * $clk_io_pct] -clock clk0 $non_clock_inputs
set_output_delay [expr $clk_period * $clk_io_pct] -clock clk0 [all_outputs]
==> job_summary.md <==
## Implementation flow summary

| Metric | Value |
|---|---|
| Outcome | `complete, no violations` |
| Post-route setup TNS | `0 ns` |
| Setup Buffers After CTS | `0` |
| Slew of the pin with the lowest slew margin | `1.055 ns` |
| Yosys cell types | `24` |
| CTS max path bufs | `3` |
| Comb pwr share | `11.4%` |
| R2R Setup Slk | `9.37 ns` |
| Cell mode on critical path | `buf_4` |
| Largest stage delay, worst path | `0.86 ns` |
| Antenna Nets Post-Route | `0` |
| Area leader, netlist | `edfxtp_1` |
| Vias in the first global route | `19796` |
| RSZ-0062 raised after global routing | `no` |
| Final min period | `5.255 ns` |
| Slew Limit Fails | `0` |
| Worst Setup SP | `address_2[3]` |
| Post-CTS Resized | `0` |
| Synth Instances | `1805` |
| DP Area | `34040 um2` |
| Grt ovf | `0` |
| Largest type area fraction | `55.41%` |
| Max stage delay cell, worst path | `clkdlybuf4s50_1` |
| Via density | `6.162` |
| Late-Pin Clk Latency | `0.60 ns` |
| Average wire per standard cell | `31.82 um` |
| # Cells Yosys | `1805` |
| Die width | `282.3 um` |
| Via count | `18289` |
| Seq pwr share | `48.4%` |
| HP Class | `reg2reg` |
| Crit path DRT | `11.26 ns` |
| GRT Util Overall | `26.34%` |
| Yosys stat chip area | `31440 um2` |
| Max Cap Violations | `0` |
| Maximum vdd drop | `93.09 uV` |
| Site Rows | `102` |
| Ys Warns | `1` |
| Clock Power Share | `40.3%` |
| Buffers on Ports | `146` |
| Placed insts | `2845` |
| Final wirelength | `94.44 mm` |
| Initial antenna violation count | `3` |
| Synth-to-Final Area Change | `14.90%` |
| Biggest area cells | `edfxtp_1 (55%), mux2_2 (18%), mux4_2 (18%), a22oi_1 (3.1%), clkbuf_1 (1.4%)` |
| Fmax | `190.3 MHz` |
| Cell Int Power | `4107 uW` |
| Post-synth seq share | `55.53%` |
| Clk_skew | `0.01774 ns` |
| Power Density | `148.5 nW/um2` |
| Post-Syn Area per Cell | `17.42 um2` |
| Post-Layout Cell Count | `2968` |
| Post-route cell area | `36120 um2` |
| Seq cells post-synth | `582` |
| Worst r2r path cells | `1` |
| Hold_ws | `0.7632 ns` |
| Chip height | `282.3 um` |
| 1st-pass router iterations | `4` |
| Total die size | `79710 um2` |
| Max H-tree Level | `3` |
| Layout cell share with drive strength beyond 1 | `49.82%` |
| Clk root buf | `clkbuf_16` |
| Post-synth ARST share | `0%` |
| Worst hold start | `mmvalid1` |
| Total core area | `77590 um2` |
| First-pass GRT wire length | `136.8 mm` |
| Reg-to-Reg Start | `mmvalid2` |
| Drt first-iter violations | `1014` |
| Crit path DAT | `5.51 ns` |
| Slew margin rel. | `29.68%` |
| Hold_buf cts | `0` |
| Clk sinks | `582` |
| TritonCTS clock tree | `built` |
| DRC Markers | `0` |
| Net switching power | `1256 uW` |
| Most frequent cells in the layout | `edfxtp_1 (580), mux2_2 (512), mux4_2 (256)` |
| I/O pin total | `147` |
| Worst setup SP type | `input pin` |
| CP max FO | `20` |
| Dominant flop cell | `edfxtp_1` |
| Hold Crit Depth | `1` |
| Pre-Place Util | `40.51%` |
| Final setup fails | `0` |
| CP endpoint kind | `register` |
| Switching share of power | `23.41%` |
| P_leak | `0.01151 uW` |
| CP Cell Sequence | `clkdlybuf4s50_1, nand3b_1, or3_2, buf_4, o21ai_4, buf_4` |
| Most used logic cell in the final layout | `edfxtp_1` |
| Gpl congestion | `0.8408` |
| Clock transition at path regs | `0.06 ns` |
| Final core occ | `46.55%` |
| Post-Syn Area | `31440 um2` |
| Log Warnings | `25` |
| Largest net degree at the start of global routing | `54` |
| DP HPWL | `54.25 mm` |
| Fin crit share | `47.77%` |
| Total CTS buffers | `70` |
| Number of hold violations in the final report | `0` |
| Crit Path Class | `in2reg` |
| EDFF count, synth | `580` |
==> state kept, by name (all words and copies together) (netlist names) <==
| signal | count |
|---|---|
| readed2 | 32 |
| tag_bit2 | 2 |
| tag_bit1 | 2 |
| readed1 | 32 |
| mem | 512 |
| mmvalid2 | 1 |
| mmvalid1 | 1 |
==> worst paths after layout <==
check	endpoint
setup reg to reg	readed2[9]
hold reg to reg	readed1[14]
hold / removal	readed1[14]
setup / recovery	mem[8][9]
==> layer usage <==
metal,share of wire (%),GRT usage [%],routed length (um),up-vias
met3,14,16.13,13540,150
met1,35,34.00,32630,9402
met5,0.024,0,23,-
li1,-,-,-,7643
met4,2.9,6.001,2715,4
met2,48,39.56,45530,1090
==> stage by stage <==
stage / total power [uW] / setup slack (ns)
floorplan: 3010 / 5.158
finish: 5363 / 5.745
global placement: 3242 / 5.332
global route: 5540 / 5.711
CTS: 5408 / 5.844
detailed placement: 3250 / 5.247
==> synthesized netlist by cell type, types with 2 or more instances <==
cell type,number
a41o_1,4
nand2b_1,7
clkbuf_1,115
buf_2,76
nor2_1,12
nor2b_1,5
mux2_2,512
nand2_1,67
mux4_2,256
or3_1,2
and2_1,2
o22ai_1,6
buf_6,6
edfxtp_1,580
buf_1,10
a22oi_1,128
dfxtp_1,2
o21ai_0,6
nand3b_1,4
==> worst max-delay path, delay by kind of cell <==
family / cells / cell delay (ns)
and+or+nand+nor: 2 / 1.35
AOI/OAI and AO/OA: 1 / 0.26
buffers and inverters: 3 / 1.64
==> power by group through the flow <==
stage	sequential [uW]	combinational, uW	clock, uW
after global routing	2600	652	2280
after CTS	2600	613	2200
final	2590	609	2160
==> final cells by class <==
cell class	count	area, um2
Fill cell	6545	41470
Sequential cell	582	17460
Clock buffer	93	1859
Multi-Input combinational cell	1015	13340
Clock inverter	29	215.2
Antenna cell	1	2.502
Tap cell	1040	1301
Timing Repair Buffer	208	1938
==> cells by family after synthesis <==
logic type | synth area share [%]
multiplexers | 36.68
AND/OR/NAND/NOR | 1.445
buffers and inverters | 2.941
AND-OR/OR-AND | 3.399
flip-flops | 55.53
Power and IR drop assume default switching activity.
