===== constraint.sdc =====
current_design instr_realign

set clk_period 3.3
set clk_io_pct 0.2

create_clock -name clk0 -period $clk_period [get_ports {clk_i}]

set non_clock_inputs [all_inputs -no_clocks]
set_input_delay [expr $clk_period * $clk_io_pct] -clock clk0 $non_clock_inputs
set_output_delay [expr $clk_period * $clk_io_pct] -clock clk0 [all_outputs]

===== design.v =====
module instr_realign
(
    input logic clk_i,
    input logic rst_i,
    input logic flush_i,
    input logic [31:0] data_i,
    output logic [31:0] instr_o,
	 output logic PC_Stall
);
    logic [15:0] unaligned_instr_n,   unaligned_instr_q;
    logic        unaligned_n,         unaligned_q;
    logic        compressed_n,        compressed_q;
    logic [1:0] instr_is_compressed;
    assign instr_is_compressed[0] = ~&data_i[0*16+:2];
    assign instr_is_compressed[1] = ~&data_i[1*16+:2];
    always_comb begin : re_align
        unaligned_n = unaligned_q;
		PC_Stall = compressed_q;
	    compressed_n = instr_is_compressed[0] && instr_is_compressed[1];
        unaligned_instr_n = 16'b0;
        instr_o = unaligned_q ? {data_i[15:0], unaligned_instr_q} : compressed_q ? unaligned_instr_q : data_i[31:0];
        if (!compressed_q && (instr_is_compressed[0] || unaligned_q))begin
            unaligned_instr_n = data_i[31:16];
            if (instr_is_compressed[1]) begin
                unaligned_n = 1'b0;
            end else begin
                unaligned_n = 1'b1;
            end
        end   
		if (flush_i) begin
            unaligned_n  = 1'b0;
            compressed_n = 1'b0;
        end
    end 
    always_ff @(posedge clk_i, posedge rst_i) begin
        if (rst_i) begin
            unaligned_q         <= 1'b0;
            unaligned_instr_q   <= 16'b0;
            compressed_q        <= 1'b0;
        end else begin
            unaligned_q         <= unaligned_n;
            unaligned_instr_q   <= unaligned_instr_n;
            compressed_q        <= compressed_n;
        end
    end
endmodule

===== config.mk =====
export PLATFORM = sky130hd
export DESIGN_NAME = instr_realign
export DESIGN_NICKNAME = instr_realign
export VERILOG_FILES = /design/flow/design.v
export SDC_FILE = /design/flow/constraint.sdc
export NUM_CORES = 4
export LEC_CHECK = 1
export CORE_AREA = 10 10 87 87
export DIE_AREA = 0 0 97 97

===== run.sh =====
#!/bin/bash
# OpenROAD 26Q1-2900-gdf79404cd8, Yosys 0.63+post, stock flow scripts
make -C /OpenROAD-flow-scripts/flow DESIGN_CONFIG=/design/flow/config.mk WORK_HOME=/design/flow/orfs finish

==> summary.txt <==
run metrics: input/output buffers about 67, data arrival time at the worst-slack endpoint 1940 ps, first-pass GRT wire length 6.18 mm, Final Max Tran Viols 0, number of synthesized register bits 18, yosys warns 1, crit path cell chain clkdlybuf4s50_1 -> nand2b_1 -> o21ai_0 -> clkdlybuf4s50_1, TritonRoute pass-1 iters 4, most area-consuming cells after synthesis dfrtp_1 38%, mux2_4 11%, nor3b_2 10%, nand2b_1 7.9%, mux2_2 6.6%, number of buffers inserted during clock tree synthesis 3, Pre-Place Util 0.212, final hold vios 0, proportion of netlist area held by the largest area contributor 0.377, count of unresolved DRC violations after routing 0, final total power 0.636 mW, share of synthesized registers carrying an async set or reset 1.00, post-CTS resize count 0, num rows 27, part of the cycle the worst path needs 0.789, kind of end point of the critical path output pin, fill cell total of the finished layout 565, final-report setup violation count 0, number of different library cells in the post-synthesis netlist 21, Setup crit start kind input port, Multi-input gate area 667 sq um, status completed, data required time of the critical path around 2600 ps, Worst Max-Slew Pin Slew roughly 740 ps, Tmin final ~2600 ps, level count of the clock H-tree 1, worst setup path category input port to output pin, All-Layer GR Usage 0.0776, max-cap check violation count 0, RD Place Congestion 0.764, worst voltage drop across the vdd grid 0.112 mV, clock insertion delay at the later pin of the skew report roughly 250 ps, leading area contributor after synthesis dfrtp_1, die extent in x approximately 97 um, number of cells produced by synthesis roughly 110, multiplexer share of the synthesized area 0.179, wire length per cell between 15 and 20 um, class of the most critical hold timing path register to register, area of the chip around 9400 sq um, core area roughly 5600 sq um, synthesized area per cell about 10 sq um, number of design-rule violations left by the first detailed-router iteration 20, number of cells in Yosys stat between 100 and 150, Reg clk slew, reported paths approximately 70 ps, dominant synthesized flop cell dfrtp_1, parity-gate share of the synthesized area counting xor and xnor cells 0, RSZ-0062 raised after global routing false, antenna violations before repair 0, Routed Wire Length about 3.8 mm, highest clock frequency the design can meet 384 MHz, placed instance area ~1900 sq um, worst-path fanout max 2, summed instance area of the synthesized netlist between 1000 and 1500 sq um, global-route congestion overflow total 0, average vias per placed instance slightly above 4, Setup TNS 0 ps, area fraction in compound gates 0.0943, total number of warnings across the stage logs 25, Post-Route Skew around 0.65 ps, Critical Path Slowest Stage Cell clkdlybuf4s50_1, prevailing logic family in the synthesized netlist simple AND/OR/NAND/NOR gates, io pins slightly below 70, Buf+Inv Stages, Crit Path 2, layout overhead on the synthesized area 65.0%, cell family with most CP delay buffers and inverters, area of all placed cells without fillers roughly 2000 sq um, clock tree from TritonCTS done, CTS Hold Buffers Added 0, maximum number of pins on one net before global-route repair 35, tightest slew margin relative to the limit 0.506, Largest stage delay, worst path between 500 and 600 ps, post-CTS setup-driven buffer insertion count 0, most used cell along the critical path clkdlybuf4s50_1, clock root cell clkbuf_8, summed standard-cell area reported by yosys 1190 sq um, overall die height ~97 um, vias in the first global route about 1100, fraction of the yosys area taken by sequential cells 0.377, count of flip-flops with a built-in enable after synthesis 0, Longest Clk Path Bufs 2, vias after detailed routing about 1000, most used standard cell by instance count after synthesis dfrtp_1, FF/Latch Area about 450 sq um, arithmetic-cell share of the synthesized area counting full adders, half adders and majority gates 0, count of antenna-violating nets left after detailed routing 0, most numerous cell types in the synthesized netlist 18 x dfrtp_1, 15 x nand2_1, 15 x nand2b_1, 13 x o21ai_0, 10 x nor3b_2, fraction of final layout cells with drive strength greater than 1 0.191, number of clock sinks 18, antenna cell count 0, and+or+nand+nor area frac 0.285, total power per unit cell area about 320 nW/um^2, static leakage power 0.806 nW
[final timing paths]
check                             from                     to  slack, ps  cells after the start
min in group asynchronous        rst_i  unaligned_instr_q[10]        850                      2
hold / removal             unaligned_q            unaligned_q        830                      3
hold reg to reg            unaligned_q            unaligned_q        830                      3
setup reg to reg           unaligned_q   unaligned_instr_q[1]       1590                      4
max in group asynchronous        rst_i            unaligned_q       1990                      2
setup / recovery            data_i[29]            instr_o[29]        700                      4
[per-layer routing]
metal,vias to the layer above,global-route usage,wire (um),part of all wire
li1,519,-,-,-
met1,491,0.0906,1590,0.42
met2,27,0.145,1990,0.53
met3,2,0.0150,169,0.045
met4,0,0.0101,40,0.011
met5,-,0,0,0
[flip-flops by register name, summed over array words and instances (netlist names)]
signal             cells
unaligned_instr_q     16
compressed_q           1
unaligned_q            1
[placed cells by master, fill, tap and decap left out, types with 2 or more instances in the layout]
cell type	netlist	routed
buf_4	2	3
nor3b_2	10	10
inv_1	2	2
nor3b_1	6	6
mux2_2	7	7
mux2_4	9	9
o21ai_0	13	13
clkbuf_8	0	3
nand2b_1	15	15
clkdlybuf4s50_1	0	67
dfrtp_1	18	18
nand2_1	15	15
o21ai_1	2	2
[tightest hold or removal path, cell delays in order (launching register included)]
cell,delay [ps]
dfrtp_1,410
buf_4,250
inv_1,80
a211oi_1,60
[through the flow]
stage                     utilization  hold WS, ps  instances  setup WS [ps]
final                           0.349          833        250            697
after global routing            0.349          903        250            619
after CTS                       0.349          841        250            677
after detailed placement        0.342          829        247            712
after global placement          0.342          841        247            702
after floorplan                     -          599        114           1500
[logic make-up (layout without fill, tap and decap cells)]
kind of cell           Yosys count  count (layout)
muxes                           16              16
AOI/OAI and AO/OA               20              20
and+or+nand+nor                 48              48
DFF                             18              18
buffers and inverters           12              76
[power by group]
group          leakage, nW  total [mW]  internal (mW)  switching (mW)
Combinational        0.554       0.242          0.168          0.0749
Clock               0.0216       0.152         0.0810          0.0710
Sequential           0.230       0.242          0.237         0.00488
Total                0.806       0.636          0.485           0.151
[area by class of cell]
type,count,area share
timing repair buffer,71,0.362
multi-input combinational,84,0.339
sequential,18,0.229
tap,72,0.0457
clock buffer,3,0.0210
inverter,2,0.00381
Power and IR drop assume default switching activity.
