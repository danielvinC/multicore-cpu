$ cat flow/run.sh
#!/bin/bash
# OpenROAD 26Q1-2900-gdf79404cd8, Yosys 0.63+post, stock flow scripts
make -C /OpenROAD-flow-scripts/flow DESIGN_CONFIG=/design/flow/config.mk WORK_HOME=/design/flow/orfs finish
$ cat flow/config.mk
export PLATFORM = sky130hd
export DESIGN_NAME = dmem
export DESIGN_NICKNAME = dmem
export VERILOG_FILES = /design/flow/design.v
export SDC_FILE = /design/flow/constraint.sdc
export NUM_CORES = 4
export LEC_CHECK = 1
export CORE_UTILIZATION = 40
$ cat flow/constraint.sdc
current_design dmem

set clk_period 4.9
set clk_io_pct 0.2

create_clock -name clk0 -period $clk_period [get_ports {clk}]

set non_clock_inputs [all_inputs -no_clocks]
set_input_delay [expr $clk_period * $clk_io_pct] -clock clk0 $non_clock_inputs
set_output_delay [expr $clk_period * $clk_io_pct] -clock clk0 [all_outputs]
$ cat flow/design.v
module snoop (
	input logic [1:0] status__q,
	input logic[1:0] message_i,
	output logic wren,
	output logic [1:0] status_n
 	);
	parameter I=2'b00, M=2'b01, S=2'b10, E=2'b11;
    parameter NA = 2'b00, bus_invalidate = 2'b01, bus_write_miss = 2'b10, bus_read_miss = 2'b11;
	always_comb begin : snooper
		status_n = status__q;
		wren = 1'b0;
		case(status__q)
			M:begin 
				case(message_i)
					bus_read_miss:begin
						status_n = S;
					end
					bus_write_miss:begin
						status_n = I;
					end 
				endcase
			end
			E:begin
				case(message_i)
					bus_read_miss:begin
						status_n = S;
						wren = 1'b1;
					end
					bus_write_miss:begin
						status_n = I;
						wren = 1'b0;
					end 
				endcase
			end
			S:begin
				if ( (message_i==bus_write_miss) || (message_i==bus_invalidate) )	begin	 			
					status_n = I;
				end
			end
		endcase
	end
endmodule
module action(
	input logic [1:0] status_q,
	input logic [2:0] read_write,
	output logic rden,
	output logic [1:0] status_n
	);
	parameter I=2'b00, M=2'b01, S=2'b10, E=2'b11;
	parameter write_hit = 3'b000, read_hit = 3'b001, write_miss = 3'b010, read_miss_exclusive = 3'b011, read_miss_share = 3'b100;
	always_comb begin : coherency_controller
		status_n = status_q;
		rden = 1'b0;
		case(status_q)
			M:begin
				if(read_write==write_hit || read_write==read_hit) begin
					status_n = M;
				end 
			end
			E:begin
				if(read_write==read_hit) begin 
					status_n = E;
				end else if (read_write==write_hit) begin
					status_n = M;
				end 
			end
			S:begin
				if (read_write==read_hit) begin
					status_n = S;
				end
				else if (read_write==write_hit) begin
					status_n = M;
				end
			end
			I:begin
				if (read_write==read_miss_share) begin
					status_n = S;
					rden = 1'b1;
				end
				if (read_write==read_miss_exclusive) begin
					status_n = E;
					rden = 1'b1;
				end
				else if (read_write==write_miss) begin
					status_n = M;
				end			
			end
		endcase
	end
endmodule
module dmem(
    input logic clk,
    input logic WrM, RdM, 
    input logic [31:0] WriteDataM,
    input logic [3:0] AdrM_i,
	output logic cpu_stall,
    input logic [1:0] bus_message_i, 
    output logic [1:0] bus_message_o,
	input logic seen_i,
	output logic seen_o,
    input logic bus_response_valid,  
    input logic [31:0] bus_data_i,
    input logic [3:0] bus_addr_i,  
    output logic bus_data_valid,  
    input logic mmvalid,
    input logic [31:0] mmdata,
    input logic [1:0] mmtag,
    output logic mem_rden, mem_wren, 
    output logic [3:0] Addr_rq,
    output logic [31:0] data_o,
	output logic [1:0] status, tag
	);
    parameter I = 2'b00, M = 2'b01, S = 2'b10, E = 2'b11;
    parameter NA = 2'b00, bus_invalidate = 2'b01, bus_write_miss = 2'b10, bus_read_miss = 2'b11;
    parameter write_hit = 2'b00, read_hit = 2'b01, write_miss = 2'b10, read_miss = 2'b11; 
    logic [35:0] cache [3:0];
	initial begin
		cache[0] = {E, 2'b00, 32'h000d};
		cache[1] = {M, 2'b01, 32'h000a};
		cache[2] = {S, 2'b10, 32'h000d};
		cache[3] = {I, 2'b11, 32'h000a};
	end
    logic [3:0] AdrM;
    logic [1:0] index_proc, tag_proc;
	logic [1:0] index_snoop, tag_snoop;
	logic [1:0] tag_reg; 
    logic [2:0] read_write;
    logic [1:0] Updated_MESI_state_proc, Updated_MESI_state_snoop, Current_MESI_state_proc, Current_MESI_state_snoop, message_i;
    logic hit_proc, hit_snoop, active;
    logic mem_rden_proc, mem_wren_snoop;
    logic bus_response_valid_q, shared, prior;
    logic we_n, we_q;
    logic [1:0] wrAdr_q;
    logic [31:0] wd_q;
	assign active = RdM || WrM;
	assign cpu_stall = read_write == read_miss;
    assign tag_reg = cache[index_proc][33:32]; 
	assign status = cache[AdrM[1:0]][35:34];
	assign tag 	  = cache[AdrM[1:0]][33:32];
	always_comb begin
		read_write = 3'b111;
		bus_message_o = NA;
		{tag_proc, index_proc} = 4'b0;
		hit_proc = 1'b0;
		Current_MESI_state_proc = cache[index_proc][35:34];
		if ( active ) begin 
			prior = 1'b1;
			{tag_proc, index_proc} = AdrM;
			hit_proc = (cache[index_proc][35:34] != I) && (tag_proc == tag_reg);
			if (hit_proc) begin 
				if (WrM) begin
					read_write = {1'b0, write_hit};
					if (Current_MESI_state_proc == S) 
						bus_message_o = bus_invalidate;
				end else if (RdM) 
					read_write = {1'b0, read_hit};
			end else begin
				Current_MESI_state_proc = I;
				if (WrM) begin
					bus_message_o = bus_write_miss;
					read_write = {1'b0, write_miss};
				end else if (RdM) begin
					bus_message_o = bus_read_miss;
					if (seen_i) begin
						read_write = { shared || bus_response_valid ,read_miss};
						if ( shared ) bus_message_o = NA;
					end
				end
			end
		end else begin 
			prior = 1'b0;
			if (seen_i) bus_message_o = NA;
		end
	end
	always_comb begin
		{tag_snoop, index_snoop} = 4'b0;
		hit_snoop = 1'b0;
		shared = 1'b0;
		seen_o = 1'b0;
		bus_data_valid = 1'b0;
		Current_MESI_state_snoop = cache[index_snoop][35:34];
		message_i = NA;
		if ( bus_message_i != NA) begin
			message_i = bus_message_i;
			seen_o = 1'b1;
			hit_snoop = cache[bus_addr_i[1:0]][33:32]==bus_addr_i[3:2];
			if (hit_snoop) begin
				{tag_snoop, index_snoop} = bus_addr_i;
				if (tag_snoop == tag_proc && active) begin
					shared = 1'b1;
				end
				if( bus_message_i == bus_read_miss ) begin
					bus_data_valid = (Current_MESI_state_snoop!=I);
				end
			end
		end
	end
	action cc(Current_MESI_state_proc, read_write, mem_rden_proc, Updated_MESI_state_proc); 
	snoop sn(Current_MESI_state_snoop, message_i, mem_wren_snoop, Updated_MESI_state_snoop);  
	logic [1:0] index;
	always_comb begin 
		mem_rden = mem_rden_proc && !bus_response_valid;  
		mem_wren = ( ( read_write == write_miss || bus_message_i == bus_read_miss ) && ( cache[index_proc][35:34] == M ) ) ? 1'b1 : mem_wren_snoop;
		Addr_rq = active ? AdrM_i : hit_snoop ? bus_addr_i : 4'b0;
		data_o  = cache[index][31:0];
	end
	always @(posedge clk) begin
		if (active) begin
			AdrM 				 <= AdrM_i;
			index 				 <= AdrM_i[1:0];
		end else begin
			index 			     <= bus_addr_i[1:0];
		end
		bus_response_valid_q   	 <= bus_response_valid;	
		if (prior) begin
			cache[index_proc][35:34] <= Updated_MESI_state_proc;
		end
		if ( !prior || index_snoop != index_proc ) begin
			cache[index_snoop][35:34] <= Updated_MESI_state_snoop;
		end		
		if (WrM) begin
			wd_q = WriteDataM;
			wrAdr_q = AdrM_i[3:2];
		end
		if (we_q) begin
			cache[index_proc[1:0]][33:0] <= {wrAdr_q, wd_q};
		end else if (bus_response_valid_q) begin
			cache[index_proc[1:0]][33:0] <= {AdrM[3:2], bus_data_i};
		end else if (mmvalid) begin
			cache[index_proc[1:0]][33:0] <= {mmtag, mmdata};
		end
	end
	always_ff @( negedge clk ) begin 
		we_q <= WrM;
	end
endmodule
==> Changelog: implementation <==
### Implementation results

* Result of the run: finished clean
* Maximum number of pins on one net before global-route repair at 42
* Die Span X at 145 um
* Number of distinct library cell variants in the gate-level netlist after synthesis at 46
* Highest net fanout along the worst path at 8
* Register share after synthesis at 0.643
* CP arrival at 3700 ps
* Number of cells in Yosys stat at 530
* Height of the die at 145 um
* Number of top-level pins at 161
* Hold Path Class: reg -> reg
* Maximum number of buffers from clock root to sink at 2
* Worst Setup Path Type: in -> out
* CTS sink count at 188
* Pre-CTS setup slack at 223 ps
* Most popular library cell in the synthesized design by count: sky130_fd_sc_hd__edfxtp_1
* Average size of a mapped cell at roughly 15 sq um
* Total GRT Usage at 0.196
* Synth Register Bits at 188
* Max_cap viols at 0
* Area of the mapped netlist at 8160 sq um
* Part of the power in registers at 0.500
* Met3 Track Usage GR at 0.0817
* Buffers added on ports at approximately 160
* Net switching component of the power at 955 uW
* Count of unresolved DRC violations after routing at 0
* DRT antenna net count at 0
* Via count at 4984
* Power density normalized to cell area at 368 nW/um^2
* Layout-stage area growth over the synthesis result at 31.5%
* TritonCTS clock tree: yes
* Global-route layer with the greatest usage: met2
* Log Warnings at 29
* Antenna violations before repair at 1
* Share of async-settable or async-resettable flops after synthesis at 0
* Least setup slack across all paths after layout at about 220 ps
* DR vias/cell at 5.11
* Yosys warns at 3
* Global-route wire length before repair at roughly 28 mm
* DR iter-0 viols at 225
* R2R depth at 4
* H-tree levels at 4
* Largest area contributor in the synthesized netlist: sky130_fd_sc_hd__edfxtp_1
* Critical path's slowest cell: sky130_fd_sc_hd__clkdlybuf4s50_1
* Routed wirelength normalized by instance count at between 15 and 20 um
* Clk root buf: sky130_fd_sc_hd__clkbuf_16
* Synthesized netlist cell count at between 500 and 600
* Startpoint types: input pin
* Combinational group share of total power at 0.163
* Final estimated routing congestion in global placement at 0.921
* Switching share of power at 0.242
* Post-CTS Hold Buffers at 0
* Met2 routing resource usage after global routing at 0.308
* Leak at 0.00388 uW
* Kind of end point of the critical path: primary output
* Number of global-route vias before repair at approximately 5300
* Largest voltage drop on the vdd net at approximately 0.00026 V
* Setup repair bufs after CTS at 0
* Yosys-reported design area after synthesis at about 8000 sq um
* Period Utilization, post-route at 0.955
* Chip Footprint at between 20000 and 25000 sq um
* Core Rows at 51
* Tightest Pin Transition at 644 ps
* Max Clock Freq at 214 MHz
* Ratio of cells with drive above 1 in the final layout at 0.206
* Tightest hold margin at 474 ps
* Global-route track usage on met1 at 0.278
* Post-synth tally of flip-flops with integrated enable at between 100 and 150
* Clock transition at the registers of the reported paths at 70 ps
* Proportion of power drawn by the clock network at 0.337
* Top area cells in the synthesized netlist: sky130_fd_sc_hd__edfxtp_1 (54%), sky130_fd_sc_hd__mux4_2 (10%), sky130_fd_sc_hd__dfxtp_1 (9.8%), sky130_fd_sc_hd__mux2_2 (5.7%), sky130_fd_sc_hd__mux2i_1 (4.9%)
* Number of filler cells placed in the layout at ~1500
* Worst Skew at 28.7 ps
* HPWL reported at the end of detailed placement at 12.6 mm
* Int Pwr at between 2000 and 3000 uW
* Number of failing hold endpoints at the final stage at 0
* Most used flip-flop cell after synthesis: sky130_fd_sc_hd__edfxtp_1
* Summed negative setup slack over all endpoints at 0 ps
* Register area at 5250 sq um
* Crit path time final at 4680 ps
* Number of setup violations in the final report at 0
* GRT overflow at 0
* Pre-antenna DRT Iters at 4
* Area of the core region at 19700 sq um
* Floorplan-stage core utilization at 0.414
* Headroom to the max-slew limit at 0.566
* Cells traversed along the worst timing path: clkdlybuf4s50_1, mux2i_1, mux2i_1, a21boi_0, a211oi_2, and2_1, clkdlybuf4s50_1
* Required time of the critical path at 3920 ps
* RSZ-0062 raised after global routing: no
* Most common library cells after synthesis: sky130_fd_sc_hd__edfxtp_1 (148), sky130_fd_sc_hd__nor2_1 (52), sky130_fd_sc_hd__a21oi_1 (46)
* Number of gates resized after cts at 0
* Crit path largest cell delay at 720 ps
* Worst hold path cell count at 1
* Clock latency reported for the late side of the worst-skew pair at ~440 ps
* Routed wire length at 18.2 mm
* Proportion of netlist area held by the largest area contributor at 0.545
* Final Max Tran Viols at 0
* Area occupied by multi-input gates at 2770 sq um
* Inserted Clock Buffers at 17
==> logic make-up after synthesis <==
family          count (synthesis)  share of synthesized area
xor+xnor                        3                    0.00322
compound gates                 81                     0.0618
buf+inv                        40                     0.0212
fa+ha+maj                       3                    0.00460
simple gates                   96                     0.0566
flops                         188                      0.643
mux                           119                      0.210
==> path summary, 6_finish.rpt <==
kind / start / endpoint / slack [ps]
worst max-delay path: bus_addr_i[0] / mem_rden / 220
worst min-delay path: wd_q[8] / wd_q[8] / 470
worst max register to register: we_q / cache[1][22] / 710
worst min register to register: wd_q[8] / wd_q[8] / 470
==> registers in the layout, summed over array words and instances (netlist names), named ones only <==
| name | flops |
|---|---|
| cache | 144 |
| AdrM | 4 |
| wrAdr_q | 2 |
| we_q | 1 |
| wd_q | 32 |
| bus_response_valid_q | 1 |
==> cell type report <==
cell class	count	area share
diodes	1	0.000233
clock buffers	18	0.0400
clock inverters	15	0.0148
inverters	8	0.00280
multi-input cells	302	0.258
flip-flops and latches	188	0.489
well taps	265	0.0309
repair buffers	178	0.164
==> layout by cell type (no fill, tap or decap), types with 9 or more instances in the layout <==
| cell | instances |
|---|---|
| sky130_fd_sc_hd__nor2_1 | 50 |
| sky130_fd_sc_hd__nand2_1 | 18 |
| sky130_fd_sc_hd__inv_1 | 9 |
| sky130_fd_sc_hd__mux4_2 | 37 |
| sky130_fd_sc_hd__a21oi_1 | 46 |
| sky130_fd_sc_hd__edfxtp_1 | 148 |
| sky130_fd_sc_hd__o21ai_0 | 10 |
| sky130_fd_sc_hd__mux2i_1 | 40 |
| sky130_fd_sc_hd__clkdlybuf4s50_1 | 159 |
| sky130_fd_sc_hd__dfxtp_1 | 38 |
| sky130_fd_sc_hd__clkbuf_16 | 17 |
| sky130_fd_sc_hd__mux2_2 | 41 |
| sky130_fd_sc_hd__buf_4 | 16 |
==> worst max-delay path, delay by kind of cell <==
kind,cells,cell delay [ps]
muxes,2,580
buffers and inverters,2,1180
AOI/OAI and AO/OA,2,750
and+or+nand+nor,1,200
==> stage by stage <==
| step | instances | cell area, sq um | power (uW) | utilization |
|---|---|---|---|---|
| after floorplan | 530 | 8160 | 2330 | - |
| after global placement | 942 | 10100 | 2660 | 0.514 |
| after detailed placement | 942 | 10100 | 2670 | 0.514 |
| after CTS | 974 | 10700 | 4010 | 0.544 |
| after global routing | 974 | 10700 | 4130 | 0.544 |
| final | 975 | 10700 | 3950 | 0.544 |
==> layer usage <==
metal,share of wire,vias up
met4,0.014,0
met1,0.40,2383
met3,0.089,15
met5,0,-
li1,-,2390
met2,0.50,196
==> power groups by stage <==
| stage | Clock (uW) | Combinational (uW) | Sequential (uW) |
|---|---|---|---|
| 4_1_cts | 1370 | 659 | 1980 |
| 5_1_grt | 1430 | 709 | 1990 |
| 6_report | 1330 | 644 | 1980 |
Power and IR drop assume default switching activity.
